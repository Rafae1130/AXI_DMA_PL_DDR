## flow/run.sh

```bash
#!/bin/bash
# OpenROAD 26Q1-2900-gdf79404cd8, Yosys 0.63+post, stock flow scripts
make -C /OpenROAD-flow-scripts/flow DESIGN_CONFIG=/design/flow/config.mk WORK_HOME=/design/flow/orfs finish
```

## flow/config.mk

```make
export PLATFORM = sky130hd
export DESIGN_NAME = data_transfer
export DESIGN_NICKNAME = data_transfer
export VERILOG_FILES = /design/flow/design.v
export SDC_FILE = /design/flow/constraint.sdc
export NUM_CORES = 4
export LEC_CHECK = 1
export CORE_UTILIZATION = 30
```

## flow/constraint.sdc

```tcl
current_design data_transfer

set clk_period 11.0
set clk_io_pct 0.2

create_clock -name clk0 -period $clk_period [get_ports {clk}]

set non_clock_inputs [all_inputs -no_clocks]
set_input_delay [expr $clk_period * $clk_io_pct] -clock clk0 $non_clock_inputs
set_output_delay [expr $clk_period * $clk_io_pct] -clock clk0 [all_outputs]
```

## flow/design.v

```verilog
module data_transfer #(
    parameter DATA_WIDTH = 32
)(
    input  wire                     clk,
    input  wire                     resetn,
    input  wire                     start,
    input  wire                     valid_in,
    input  wire [DATA_WIDTH-1:0]   data_in,
    input  wire [25:0]              count,
    output reg  [DATA_WIDTH-1:0]   m_axis_tdata,
    output reg                     m_axis_tvalid,
    input  wire                    m_axis_tready,
    output reg                     m_axis_tlast
);
    reg [25:0] transfer_count;
    reg sending;
    reg [25:0] count_reg;
    always @(posedge clk) begin
        if (!resetn) begin
            sending         <= 1'b0;
            transfer_count  <= 0;
            m_axis_tvalid   <= 1'b0;
            m_axis_tlast    <= 1'b0;
            m_axis_tdata    <= {DATA_WIDTH{1'b0}};
            count_reg <= count;
        end else begin
            count_reg <= count;
            if (!sending) begin
                if (start && valid_in) begin
                    sending         <= 1'b1;
                    transfer_count  <= 0;
                    m_axis_tdata    <= data_in;
                    m_axis_tvalid   <= 1'b1;
                    m_axis_tlast    <= 1'b0;
                end
            end else begin
                if (m_axis_tready) begin
                    transfer_count  <= transfer_count + 1'b1;
                    m_axis_tdata    <= data_in;
                    if (transfer_count == count_reg - 2) begin
                        m_axis_tlast <= 1'b1;
                    end else begin
                        m_axis_tlast <= 1'b0;
                    end
                    if (transfer_count == count_reg - 1) begin
                        sending       <= 1'b0;
                        m_axis_tvalid <= 1'b0;
                        m_axis_tlast  <= 1'b0;
                    end
                end
            end
        end
    end
endmodule
```

==> impl_summary.log <==
[report] extracting results
[metrics] proportion of synthesized chip area in sequential cells: 0.3997
[metrics] TritonCTS clock tree: built
[metrics] final routed wirelength across all metal layers: 11140 µm
[metrics] Mapped Avg Cell Area: 8.397 µm²
[metrics] library cell with the largest summed area after synthesis: sky130_fd_sc_hd__dfxtp_1
[metrics] maximum VDD drop: 0.06712 mV
[metrics] first-pass GRT wire length: 18050 µm
[metrics] setup total negative slack: 0 ns
[metrics] result of the run: finished clean
[metrics] IO Count: 97
[metrics] family with the most delay on the worst path: simple AND/OR/NAND/NOR gates
[metrics] Floorplan Utilization: 0.3103
[metrics] most used flip-flop cell: sky130_fd_sc_hd__dfxtp_1
[metrics] kind of end point of the critical path: flip-flop
[metrics] via count of the first global-routing pass: 3562
[metrics] number of hold buffers added after CTS: 0
[metrics] WL per Instance: 14.12 µm
[metrics] GRT Residual Overflow: 0
[metrics] data arrival time of the critical path: 4.32 ns
[metrics] standard cell core area: 14040 µm²
[metrics] total antenna diodes in the routed design: 0
[metrics] count of buffers inserted at the top-level ports: 96
[metrics] headroom to the max-slew limit: 0.4949
[metrics] DRC violations left: 0
[metrics] Worst setup SP type: primary input
[metrics] clock insertion delay at the later pin of the skew report: 0.35 ns
[metrics] Post-DP HPWL: 8205 µm
[metrics] Mapped Cells: 519
[metrics] drt first-iter violations: 278
[metrics] Worst Max-Slew Pin Slew: 0.7558 ns
[metrics] Slowest-stage cell, CP: sky130_fd_sc_hd__a2111oi_2
[metrics] count of state elements after synthesis: 87
[metrics] OpenROAD warning count: 25
[metrics] Unique cell types: 51
[metrics] required arrival time at the worst endpoint: 11.21 ns
[metrics] 1st-pass router iterations: 4
[metrics] maximum level of the CTS H-tree: 3
[metrics] number of placement rows: 43
[metrics] count of flip-flops with a built-in enable after synthesis: 0
[metrics] cells along the critical path: clkdlybuf4s50_1 > nand3b_1 > a2111oi_2 > and3_1 > and3_1 > nand3_1 > xor2_1 > nor2_1
[metrics] Final Hold Violation Tally: 0
[metrics] power after layout: 0.7196 mW
[metrics] number of vias in the routed layout: 3835
[metrics] post-cts repair resize count: 0
[metrics] combined buffer and inverter count along the critical path: 1
[metrics] kind of critical path: in2reg
[metrics] final number of setup-violating endpoints: 0
[metrics] chip area line of the yosys report: 4358 µm²
[metrics] total cells reported by yosys after synthesis: 519
[metrics] cell types occupying the most area after synthesis: sky130_fd_sc_hd__dfxtp_1 40%, sky130_fd_sc_hd__nand2_1 8.7%, sky130_fd_sc_hd__xor2_1 7.4%
[metrics] unrepaired setup endpoints after global routing: no
[metrics] die width: 122.5 µm
[metrics] share of the cycle needed by the critical path after routing: 0.3735
[metrics] number of nets with antenna violations after routing: 0
[metrics] routed via count divided by cell count: 4.861
[metrics] share of layout cells above drive strength 1: 0.05090
[metrics] shortest clock period the worst path allows after layout: 4.109 ns
[metrics] largest stage delay on the critical path: 0.54 ns
[metrics] total count of max-transition violations in the final report: 0
[metrics] kind of path behind the tightest hold check: reg2reg
[metrics] Hold Path Depth: 2
[metrics] # clock sinks: 87
[metrics] Commonest cells post-synth: 101 x sky130_fd_sc_hd__nand2_1, 87 x sky130_fd_sc_hd__dfxtp_1, 47 x sky130_fd_sc_hd__nor2_1
[metrics] routability-driven placement congestion ratio: 0.8959
[metrics] Synth Warn #: 1
[metrics] critical-path maximum fanout: 5
[metrics] most common cell in the synthesized netlist: sky130_fd_sc_hd__nand2_1
[metrics] length in cells of the worst reg-to-reg path: 9
[metrics] Chip Height: 122.5 µm
[metrics] synthesized area: 4358 µm²
[metrics] Largest register FFs: 32
[metrics] Worst path most repeated cell: sky130_fd_sc_hd__and3_1
[metrics] number of antenna violations at the first check in global routing: 0
[metrics] CTS clock-pin slew for the worst setup and hold paths: 0.06 ns
[metrics] share of async-settable or async-resettable flops after synthesis: 0
[metrics] maximum clock frequency: 243.4 MHz
[metrics] CTS Buf Count: 9
[metrics] post-CTS setup buffers: 0
[metrics] buffer depth of the longest clock path: 2
[metrics] Top cell area share: 0.3997
[metrics] combined global-route utilization of all metal layers: 0.1566
[metrics] Die Size: 15010 µm²
[metrics] critical path depth in cells: 8
[metrics] power density cells: 125.4 nW/µm²
[metrics] Lkg Pwr: 2.051 nW
[metrics] Layout area overhead: 31.64%
[metrics] # Max-Cap Violations: 0
[metrics] cell at the root of the clock tree: sky130_fd_sc_hd__clkbuf_16
[metrics] largest net degree at the start of global routing: 40
[metrics] worst clock skew on the final layout: 0.006341 ns
-- through the flow --
stage	hold WS, ns	utilization	setup WS, ns	area (µm²)	std cells
5_1_grt	0.4851	0.4085	6.725	5737	789
4_1_cts	0.4623	0.4085	6.897	5737	789
3_3_place_gp	0.4468	0.3886	6.562	5456	774
3_5_place_dp	0.4538	0.3886	6.548	5456	774
6_report	0.4594	0.4085	6.891	5737	789
2_1_floorplan	0.4223	-	7.321	4358	519
-- power by group --
part / internal [mW] / switching [mW]
sequential: 0.328 / 0.0143
clock: 0.161 / 0.130
combinational: 0.0504 / 0.0363
total: 0.539 / 0.180
-- final timing paths --
path | from | end | slack [ns]
setup reg to reg | count_reg[1]$_DFF_P_ | m_axis_tvalid$_SDFFE_PN0P_ | 7.98
setup / recovery | start | transfer_count[20]$_SDFFE_PN0P_ | 6.89
hold reg to reg | m_axis_tdata[9]$_SDFFE_PN0P_ | m_axis_tdata[9]$_SDFFE_PN0P_ | 0.46
hold / removal | m_axis_tdata[9]$_SDFFE_PN0P_ | m_axis_tdata[9]$_SDFFE_PN0P_ | 0.46
-- kinds of logic after synthesis --
| group | share of synthesized area |
|---|---|
| flip-flops | 0.3997 |
| AND/OR/NAND/NOR | 0.2839 |
| XOR/XNOR | 0.1467 |
| buffers and inverters | 0.03216 |
| adder cells (fa/ha/maj) | 0.008614 |
| multiplexers | 0.009188 |
| AND-OR/OR-AND | 0.1197 |
-- final cells by class --
| cell class | count | area [µm²] |
|---|---|---|
| Inverter | 7 | 26.28 |
| Multi-Input combinational cell | 401 | 2480 |
| Tap cell | 180 | 225.2 |
| Clock inverter | 5 | 41.29 |
| Sequential cell | 87 | 1742 |
| Clock buffer | 10 | 239.0 |
| Timing Repair Buffer | 99 | 983.4 |
| Fill cell | 1325 | 8305 |
-- tightest hold or removal path: stages (launching register included) --
cell and delay [ns]:
sky130_fd_sc_hd__dfxtp_1 0.31, sky130_fd_sc_hd__nand2_1 0.05, sky130_fd_sc_hd__a21boi_0 0.06
-- cells in the final DEF (no fill, tap or decap), types with 3 or more instances in the layout --
cell	count
sky130_fd_sc_hd__a211oi_1	3
sky130_fd_sc_hd__nor2_1	47
sky130_fd_sc_hd__nor4_2	4
sky130_fd_sc_hd__nand2_1	101
sky130_fd_sc_hd__or4_1	4
sky130_fd_sc_hd__xor2_1	37
sky130_fd_sc_hd__o31ai_1	4
sky130_fd_sc_hd__nand3b_1	3
sky130_fd_sc_hd__inv_1	7
sky130_fd_sc_hd__ha_1	3
sky130_fd_sc_hd__clkdlybuf4s50_1	96
sky130_fd_sc_hd__a41oi_1	3
sky130_fd_sc_hd__o21ai_0	7
sky130_fd_sc_hd__nor2b_1	4
sky130_fd_sc_hd__buf_4	3
sky130_fd_sc_hd__xnor2_1	36
sky130_fd_sc_hd__nor3_1	8
sky130_fd_sc_hd__nand4_1	12
sky130_fd_sc_hd__and3_1	15
sky130_fd_sc_hd__or3_1	4
sky130_fd_sc_hd__dfxtp_1	87
sky130_fd_sc_hd__a21oi_1	7
sky130_fd_sc_hd__mux2i_1	4
sky130_fd_sc_hd__a21boi_0	33
sky130_fd_sc_hd__nor4_1	7
sky130_fd_sc_hd__nand3_1	21
sky130_fd_sc_hd__clkbuf_16	9
-- metal layers --
layer / routed length [µm] / track usage
met1: 5338 / 0.2302
met2: 5156 / 0.2454
met3: 462 / 0.03273
met4: 183 / 0.02210
met5: 0 / 0
No activity file was given, so power comes from the tool's default toggle rates.
