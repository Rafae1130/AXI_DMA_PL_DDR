==> flow/design.v <==
`timescale 1ns / 1ps
module bram_config (
    input wire clk,
    input wire rst,
    output reg [31:0] bram_addr,
    output reg [31:0] bram_din,
    output reg        bram_we,
    input [25:0] transfer_len     
);
    reg [5:0] step;
    reg [25:0] len_in_bytes; 
    always @(posedge clk) begin
        if (!rst) begin
            step <= 0;
            bram_addr <= 0;
            bram_din  <= 0;
            bram_we   <= 0;
            len_in_bytes <= transfer_len << 1;
        end else begin
            bram_we <= 1;
            case (step)
                0:  begin bram_addr <= 32'h00000000; bram_din <= 32'hA0010200; step <= 1; end   
                1:  begin bram_addr <= 32'h00000004; bram_din <= 32'h00000000; step <= 2; end   
                2:  begin bram_addr <= 32'h00000008; bram_din <= 32'h80000000; step <= 3; end   
                3:  begin bram_addr <= 32'h0000000C; bram_din <= 32'h00000000; step <= 4; end   
                4:  begin bram_addr <= 32'h00000018; bram_din <= {6'b000010, len_in_bytes}; step <= 5; end   
                5:  begin bram_addr <= 32'h00000100; bram_din <= 32'hA0010300; step <= 6; end   
                6:  begin bram_addr <= 32'h00000104; bram_din <= 32'h00000000; step <= 7; end   
                7:  begin bram_addr <= 32'h00000108; bram_din <= 32'h80000000; step <= 8; end   
                8:  begin bram_addr <= 32'h0000010C; bram_din <= 32'h00000000; step <= 9; end   
                9:  begin bram_addr <= 32'h00000118; bram_din <= {6'b000010, len_in_bytes}; step <= 10; end  
                10: begin bram_addr <= 32'h00000200; bram_din <= 32'hA0010000; step <= 11; end  
                11: begin bram_addr <= 32'h00000204; bram_din <= 32'h00000000; step <= 12; end  
                12: begin bram_addr <= 32'h00000208; bram_din <= 32'h80010000; step <= 13; end  
                13: begin bram_addr <= 32'h0000020C; bram_din <= 32'h00000000; step <= 14; end  
                14: begin bram_addr <= 32'h00000218; bram_din <= {6'b000001, len_in_bytes}; step <= 15; end  
                15: begin bram_addr <= 32'h00000300; bram_din <= 32'hA0010100; step <= 16; end  
                16: begin bram_addr <= 32'h00000304; bram_din <= 32'h00000000; step <= 17; end  
                17: begin bram_addr <= 32'h00000308; bram_din <= 32'h80010000; step <= 18; end  
                18: begin bram_addr <= 32'h0000030C; bram_din <= 32'h00000000; step <= 19; end  
                19: begin bram_addr <= 32'h00000318; bram_din <= {6'b000001, len_in_bytes}; step <= 20; end  
                default: bram_we <= 0;
            endcase
        end
    end
endmodule
==> flow/run.sh <==
#!/bin/bash
# OpenROAD 26Q1-2900-gdf79404cd8, Yosys 0.63+post, stock flow scripts
make -C /OpenROAD-flow-scripts/flow DESIGN_CONFIG=/design/flow/config.mk WORK_HOME=/design/flow/orfs finish
==> flow/config.mk <==
export PLATFORM = sky130hd
export DESIGN_NAME = bram_config
export DESIGN_NICKNAME = bram_config
export VERILOG_FILES = /design/flow/design.v
export SDC_FILE = /design/flow/constraint.sdc
export NUM_CORES = 4
export LEC_CHECK = 1
export CORE_UTILIZATION = 40
==> flow/constraint.sdc <==
current_design bram_config

set clk_period 3.6
set clk_io_pct 0.2

create_clock -name clk0 -period $clk_period [get_ports {clk}]

set non_clock_inputs [all_inputs -no_clocks]
set_input_delay [expr $clk_period * $clk_io_pct] -clock clk0 $non_clock_inputs
set_output_delay [expr $clk_period * $clk_io_pct] -clock clk0 [all_outputs]
==> run_results.csv <==
group,metric,value,unit
outcome,status,"completed",
sta,hold_violations,0,
routing,wl_per_cell,13.1,um
cts,cts_resized,0,
logic_synthesis,netlist_area,2830,sq um
floorplanning,die_area,7410,sq um
placement,dp_hpwl,3280,um
cts,cts_hold_buf,0,
routing,viasPerCell,4.48,
setup_path,rrSetupSlack,1.35,ns
logic_synthesis,common_cells,"dfxtp_1 (55), buf_4 (30), edfxtp_1 (25)",
setup_path,worstReg2RegStart,"step[1]",
floorplanning,row_count,30,
pwr,ir_worst_vdd,0.000345,V
global_routing,grtUsageMet2,22.0,%
sta,maxSlewViolCount,0,
global_routing,grt_pass1_wl,8050,um
sta,period_needed,2.25,ns
logic_synthesis,ys_ff,80,
cts,cts_root_buf,"clkbuf_8",
logic_synthesis,ff_type,"dfxtp_1",
routing,wirelength,4990,um
worst_hold_path,hp-class,"flip-flop to flip-flop",
job,maxCapViolCount,0,
sta,rsz0062_at_grt,"false",
global_routing,grt_usage,14.8,%
sta,finalClockPeriodUsage,62.6,%
sta,slew_headroom,64.7,%
final_layout,area_delta_synth_final,28.2,%
placement,port_buffers,61,
floorplanning,design.core.area,6790,sq um
cts,cts_sinks,80,
cts,cts_buffer_depth,2,
routing,drc,0,
setup_path,critPathMaxStageDelay,0.57,ns
setup_path,slowest_stage,"or4_4",
worst_hold_path,min_to,"bram_din[21]",
setup_path,crit_path_start_kind,"flip-flop",
setup_path,setup.worst_path.class,"flip-flop to flip-flop",
sta,worstMarginPinSlew,0.526,ns
cts,clkSlewWorstSetupHoldPaths,0.08,ns
routing,first_iter_violations,48,
routing,antenna_cells,0,
floorplanning,die_h,86.1,um
cts,clk-insertion-delay-late,0.35,ns
logic_synthesis,synth_cell_types,31,
logic_synthesis,syn_avg_cell_area,13.3,sq um
sta,worst_clock_skew,0.00740,ns
logic_synthesis,ys_cells,212,
placement,gp_congestion,0.880,
global_routing,antenna_found_initial,0,
global_routing,grt-ovfl-total,0,
sta,tns,0,ns
cts,cts_buffers,9,
logic_synthesis,synthCells,212,
setup_path,path_max_fanout,27,
setup_path,cpLargestDelayFamily,"simple AND/OR/NAND/NOR gates",
setup_path,path_buffers,1,
pwr,leakage,1.43,nW
logic_synthesis,synth.most_common_cell,"dfxtp_1",
worst_hold_path,min_from,"len_in_bytes[21]",
pwr,power,1.78,mW
routing,vias,1705,
global_routing,top_usage_layer,"met1",
pwr,powerDensity,490,nW/um^2
floorplanning,fp_util,41.6,%
global_routing,grt_pass1_vias,1617,
setup_path,required,3.89,ns
logic_synthesis,yosys_area,2830,sq um
logic_synthesis,ys_warn_count,1,
sta,setup_viol_count_final,0,
routing,dr.pass1.iters,4,
routing,drtAntennaViolNets,0,
logic_synthesis,ys_seq_share,65.5,%
final_layout,fillers,582,
job,warning_count,26,
setup_path,worstPathArrival,2.55,ns
final_layout,drive_above_1_share,17.5,%
global_routing,grt_max_degree,28,
global_routing,gr-usage-met1,23.7,%
global_routing,use_met3,4.00,%
logic_synthesis,area_leaders,"dfxtp_1 (39%), edfxtp_1 (27%), a22o_2 (8.1%)",
cts,cts_tree,"yes",
floorplanning,die_x,86.1,um
cts,postCtsSetupBuffers,0,
setup_path,worstReg2RegEnd,"bram_din[20]",
floorplanning,num_io_pins,93,
logic_synthesis,async_reset_ff_share,0,%
logic_synthesis,synth_top_area_share,39.0,%
worst_hold_path,hold_path_depth,1,
setup_path,end_kind,"flip-flop",
setup_path,worst_r2r_path_depth,5,
cts,htreeDepth,3,
logic_synthesis,edf_count,25,
sta,timing.fmax,444,MHz
setup_path,cp_cell_sequence,"or4_4, nor4_4, and3_1, buf_4, a22o_2",
logic_synthesis,yosysTopAreaCell,"dfxtp_1",
layout by cell type (no fill, tap or decap), types with 2 or more instances in the layout:
cell type        synthesis  routed
a211oi_1                 4       4
buf_4                   30       5
conb_1                   1      30
o2bb2ai_1                2       2
and2_1                  18      18
dfxtp_1                 55      55
nand4_1                  4       4
nand3_1                  2       2
clkbuf_8                 0       9
bufinv_16                0       2
nor4_1                   4       4
or3_1                    2       2
clkinvlp_4               0       2
clkdlybuf4s50_1          0      61
nor3_1                   5       5
nand2_1                  2       2
edfxtp_1                25      25
a22o_2                  23      23
a21oi_1                  5       5
nor2_1                   8       7
or4_1                    3       3
per-stage QoR:
step | util (%) | instances | cell area, sq um | hold slack [ns] | setup slack (ns)
4_1_cts | 53.3 | 381 | 3620 | 0.460 | 1.32
5_1_grt | 53.3 | 381 | 3620 | 0.474 | 1.15
3_3_place_gp | 50.1 | 365 | 3400 | 0.434 | 1.29
2_1_floorplan | - | 241 | 2940 | 0.410 | 1.50
6_report | 53.3 | 381 | 3620 | 0.456 | 1.35
3_5_place_dp | 50.1 | 365 | 3400 | 0.445 | 1.27
layout make-up:
class	count	area (sq um)	area share, %
Timing Repair Buffer	66	648	17.9
Sequential cell	80	1850	51.1
Multi-Input combinational cell	122	779	21.5
Inverter	1	3.75	0.104
Clock inverter	7	95.1	2.63
Tap cell	96	120	3.32
Clock buffer	9	124	3.42
how the worst max path moves through the flow:
stage / depth (start not counted) / slack (ns) / startpoint / end
after CTS: 5 / 1.32 / step[1] / bram_din[20]
after global routing: 5 / 1.15 / step[1] / bram_din[4]
final: 5 / 1.35 / step[1] / bram_din[20]
registers in the layout (all words and copies together) (netlist names):
signal,cells
bram_we,1
bram_addr,5
len_in_bytes,25
bram_din,29
step,20
metal layers:
layer | vias to the layer above | share of wire, %
li1 | 848 | -
met1 | 792 | 46
met2 | 57 | 46
met3 | 8 | 6.1
met4 | 0 | 1.6
met5 | - | 0
where the power goes:
group / total (mW) / leakage, nW / internal [mW] / switching, mW
combinational: 0.0875 / 0.633 / 0.0533 / 0.0343
sequential: 0.977 / 0.691 / 0.965 / 0.0120
clock: 0.711 / 0.106 / 0.390 / 0.321
total: 1.78 / 1.43 / 1.41 / 0.367
logic make-up (layout without fill, tap and decap cells):
logic type / after synthesis / count (layout) / share of synthesized area [%]
simple gates: 53 / 53 / 11.4
other cells: 1 / 30 / 0.133
compound gates: 39 / 39 / 12.1
flops: 80 / 80 / 65.5
buf+inv: 39 / 83 / 10.8
No activity file was given, so power comes from the tool's default toggle rates.
